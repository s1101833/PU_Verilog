===== flow/config.mk =====
export PLATFORM = sky130hd
export DESIGN_NAME = Binary_Counter_4_Par_Load
export DESIGN_NICKNAME = Binary_Counter_4_Par_Load
export VERILOG_FILES = /design/flow/design.v
export SDC_FILE = /design/flow/constraint.sdc
export NUM_CORES = 4
export LEC_CHECK = 1
export CORE_AREA = 10 10 70 70
export DIE_AREA = 0 0 80 80

===== flow/constraint.sdc =====
current_design Binary_Counter_4_Par_Load

set clk_period 1.9
set clk_io_pct 0.2

create_clock -name clk0 -period $clk_period [get_ports {CLK}]

set non_clock_inputs [all_inputs -no_clocks]
set_input_delay [expr $clk_period * $clk_io_pct] -clock clk0 $non_clock_inputs
set_output_delay [expr $clk_period * $clk_io_pct] -clock clk0 [all_outputs]

===== flow/design.v =====
module Binary_Counter_4_Par_Load (
	output reg [3: 0] A_count,  
	output C_out,  
	input [3: 0] Data_in,  
	input Count,  
	Load,  
	CLK,  
	Clear_b  
);
assign C_out = Count && (~Load) && (A_count == 4'b1111);
always @ ( posedge CLK, negedge Clear_b)
	if (~Clear_b) A_count <= 4'b0000;
	else if (Load) A_count <= Data_in;
	else if (Count) A_count <= A_count + 1'b1;
	else A_count <= A_count;  
endmodule

===== flow/run.sh =====
#!/bin/bash
# OpenROAD 26Q1-2900-gdf79404cd8, Yosys 0.63+post, stock flow scripts
make -C /OpenROAD-flow-scripts/flow DESIGN_CONFIG=/design/flow/config.mk WORK_HOME=/design/flow/orfs finish

==> metrics.cfg <==
[power_and_ir_drop]
power.total_mw = 0.2968
ir_drop_mv = 0.07364
cellPowerDensity_nw_per_um2 = 655.2
leakage_nw = 0.1912

[yosys]
ys_seq_share = 0.4651
ys_area_sq_um = 215.2
synth_cells = 21
yosysUniqueCellTypes = 12
netlist_area_sq_um = 215.2
area_leaders = dfrtp_1, nand2_1, xnor2_1, ha_1, nand4_2
synth-async-reset-ratio = 1.000
ys_cells = 21
top_cell = nand2_1
synth-warning-count = 1
top_area_cell = dfrtp_1
top_cells_by_count = nand2_1, dfrtp_1, o21ai_0, xnor2_1
synth_area_per_cell_sq_um = 10.25
dominantRegCellSynth = dfrtp_1
synth.top_cell.area_share = 0.4651
ys_ff = 4
enable_flop_cells = 0

[clocking]
worstSkewPairLatency_ps = 230
cts_tree = built
clock_sinks = 4
numCtsBuffers = 3
clk_root_buffer_cell = clkbuf_4
ctsHoldBuffers = 0
cts.clk_slew.worst_paths_ps = 40
htreeDepth = 1
clockBufferDepth = 2

[timing]
hold_viol = 0
max_freq_ghz = 0.6423
finClkSkew_ps = 3.202
worst_pin_slew_ps = 196.8
fin_setup_tns_ps = 0
rsz0062_at_grt = no
finalSetupViolations = 0
drv_slew = 0
relSlewSlack = 0.8674
timing.final.crit_period_ps = 1557
fin_crit_sh = 0.8195

[worst_setup_path]
crit_path_max_fanout = 3
required_ps = 1520
end_kind = output port
crit_chain = buf_4 -> clkdlybuf4s50_1
r2r_setup_slack_ps = 810
crit_slowest_cell = clkdlybuf4s50_1
crit_type = flip-flop to output port
slowest_delay_ps = 470
start_kind = flip-flop
critPathArrivalTime_ps = 1180

[routing]
wl_per_cell_microns = 9.365
via_per_inst = 2.529
remaining_drc_errors = 0
dr.pass1.iters = 2
diodes = 0
vias = 215
drt-total-wl_microns = 796
ant_nets = 0
drtIter0Drc = 2

[die]
coreArea_sq_um = 3416
dieArea_sq_um = 6400
fp.dieH_microns = 80
ios = 13
initCoreUtil = 0.06300
rows = 21
die_w_microns = 80

[place]
io_buffers = 12
placed_area_sq_um = 411.6
dp_hpwl_microns = 668.4
place_congestion = 0.7186

[layout]
largest_register_ffs = 4
design_area_sq_um = 452.9
flop_area_sq_um = 100.1
reg.largest.list = A_count (4)
areaGrowthSynthToFinish_pct = 110.5
fillers = 394
logic_area_sq_um = 121.4
drive_gt1_frac = 0.3077
top_register = A_count
final_util = 0.1326

[run]
log.warning_count = 25
drv_cap = 0

[global_route]
grt_overflow = 0
grt_usage = 0.02621
grt_max_degree = 8
grt_pass1_wl_microns = 1262
grt_pass1_vias = 254
antenna_found_initial = 0

[hold_path]
hold_class = input pin to async pin

[run_status]
status = finished, final reports clean

logic make-up (layout without fill, tap and decap cells):
| logic type | Yosys count | count (layout) | share of synthesized area |
|---|---|---|---|
| compound gates | 3 | 3 | 0.06975 |
| xor+xnor | 3 | 3 | 0.1221 |
| fa+ha+maj | 1 | 1 | 0.05813 |
| buf+inv | 1 | 19 | 0.01743 |
| flops | 4 | 4 | 0.4651 |
| mux | 2 | 2 | 0.09884 |
| simple gates | 7 | 7 | 0.1686 |
critical path, delay by kind of cell (launching register included):
kind	cells	cell delay [ps]
flops	1	340
buf+inv	2	600
routing by layer:
| layer | vias to the layer above | global-route usage | part of all wire |
|---|---|---|---|
| met5 | - | 0 | 0 |
| met4 | 0 | 0.005282 | 0 |
| met3 | 0 | 0.01136 | 0.044 |
| met2 | 1 | 0.05538 | 0.70 |
| met1 | 104 | 0.02069 | 0.25 |
| li1 | 110 | - | - |
where the power goes:
part / internal [mW] / switching [mW] / total, mW
sequential: 0.0970 / 0.0101 / 0.107
clock: 0.0705 / 0.0326 / 0.103
combinational: 0.0575 / 0.0290 / 0.0865
total: 0.225 / 0.0717 / 0.297
cell type report:
cell class                 count  share of cell area
sequential                     4              0.2210
timing repair buffer          16              0.3343
multi-input combinational     16              0.2680
tap                           46              0.1271
clock buffer                   3             0.04972
worst paths after layout:
path	startpoint	endpoint	depth (start not counted)
worst max-delay path	A_count[0]	A_count[0]	2
worst min-delay path	Clear_b	A_count[1]	1
worst max register to register	A_count[1]	A_count[3]	4
worst min register to register	A_count[2]	A_count[2]	2
max in group asynchronous	Clear_b	A_count[2]	1
min in group clk0	A_count[2]	A_count[2]	2
stage by stage:
| step | std cells | hold slack (ps) | setup slack [ps] |
|---|---|---|---|
| final | 85 | 349.1 | 343.0 |
| after global routing | 85 | 358.9 | 288.4 |
| after CTS | 85 | 345.5 | 18.71 |
| after detailed placement | 81 | 596.1 | -188.2 |
| after global placement | 81 | 594.7 | -143.4 |
| after floorplan | 21 | 84.41 | 819.8 |
repair_timing:
action	4_1_cts	5_1_grt
buffers inserted	1	0
pin swaps	0	1
setup endpoints to repair	1	1
gates resized	3	2
cell usage in the layout, fill, tap and decap left out, drive strengths merged:
cell / netlist / final
clkdlybuf4s50: 0 / 10
nand2: 5 / 5
dfrtp: 4 / 4
buf: 0 / 4
clkbuf: 1 / 3
o21ai: 3 / 3
xnor2: 2 / 2
nor3: 1 / 1
nand4: 1 / 1
mux2: 1 / 1
xor2: 1 / 1
mux2i: 1 / 1
ha: 1 / 1
dlygate4sd2: 0 / 1
dlymetal6s2s: 0 / 1
Power figures rest on the tool's default switching activity, not on a simulated workload.
